$ cat /design/flow/config.mk
export PLATFORM = sky130hd
export DESIGN_NAME = io1
export DESIGN_NICKNAME = io1
export VERILOG_FILES = /design/flow/design.v
export SDC_FILE = /design/flow/constraint.sdc
export NUM_CORES = 4
export LEC_CHECK = 1
export CORE_UTILIZATION = 40
$ cat /design/flow/constraint.sdc
current_design io1

set clk_period 1.0
set clk_io_pct 0.2

create_clock -name clk0 -period $clk_period [get_ports {clk}]

set non_clock_inputs [all_inputs -no_clocks]
set_input_delay [expr $clk_period * $clk_io_pct] -clock clk0 $non_clock_inputs
set_output_delay [expr $clk_period * $clk_io_pct] -clock clk0 [all_outputs]
$ cat /design/flow/design.v
module io1(IOrequest,clk,readData,address,writeData,Read,Write,HAL,request_to_dma); 
input[31:0]address;
input [31:0]writeData;
input Read,Write,HAL  ; 
output reg [31:0] readData;
reg [31:0]io1[0:4];
input IOrequest,clk;
output reg request_to_dma;
always@(posedge clk)
begin
if(IOrequest)request_to_dma=1;
else request_to_dma=0;
end
always @(address) 
begin
if(Read == 0 && Write == 1)
begin 
if(HAL != 1)
begin
io1[(address-32768)/4] <= writeData;   
end
else if(HAL)
begin
if(((address-32768)/4)%4 == 0)io1[(address-32768)/4][7:0] <= writeData;
else if(((address-32768)/4)%4 == 1)io1[((address-32768)-1)/4][15:8] <= writeData;
else if(((address-32768)/4)%4 == 2)io1[((address-32768)-2)/4][23:16] <= writeData;
else if(((address-32768)/4)%4 == 3)io1[((address-32768)-3)/4][31:24] <= writeData;
end
end
else if(Read == 1 && Write == 0)
begin
if(HAL != 1)
begin
readData = io1[(address-32768)/4];    
end
else if(HAL)
begin
if(((address-32768)/4)%4 == 0)readData=io1[(address-32768)/4][7:0];
else if(((address-32768)/4)%4 == 1)readData=io1[((address-32768)-1)/4][15:8];
else if(((address-32768)/4)%4 == 2)readData=io1[((address-32768)-2)/4][23:16];
else if(((address-32768)/4)%4 == 3)readData=io1[((address-32768)-3)/4][31:24];
end
end
else 
begin
readData = 32'hxxxxxxxx;
end
end
endmodule
$ cat /design/flow/run.sh
#!/bin/bash
# OpenROAD 26Q1-2900-gdf79404cd8, Yosys 0.63+post, stock flow scripts
make -C /OpenROAD-flow-scripts/flow DESIGN_CONFIG=/design/flow/config.mk WORK_HOME=/design/flow/orfs finish
==> Changelog: implementation <==
## Flow update

- Status: complete, no violations
- Hold Buf Count CTS: 0
- Post-CTS setup buffers: 0
- CP Cell Sequence: clkdlybuf4s50_1
- GRT Overall Usage: 27.1%
- End-of-flow core utilization: 45.9%
- Fmax: 1.08 GHz
- Worst hold path class: primary input to flip-flop
- Post-synthesis cell type count: 75
- Period utilization: 92.7%
- Core box area: 16000 um2
- # fillers: 1627
- Final TNS setup: 0 ns
- HP Start: IOrequest
- Rows: 46
- CP Capture Type: output port
- Crit path from: request_to_dma
- Yosys cell count: 817
- Starting DRT DRC Count: 490
- Max FO, Critical Path: 1
- Sequential Power Share: 30.7%
- Crit-path slowest cell: clkdlybuf4s50_1
- Die width: 130 um
- Commonest cells post-synth: dlxtn_1 (192), nand2_1 (85), o21ai_0 (58)
- Top_reg_cell synth: dlxtn_1
- Fin area: 7350 um2
- Net Sw Power: 1570 uW
- DR WL/cell: 20.4 um
- Fin. max-slew vios: 0
- Syn avg cell area: 8.06 um2
- Ant diodes: 0
- Die height: 130 um
- Count of unclocked register or latch pins: 192
- Top cell area share: 43.7%
- Internal: 1590 uW
- Mapped Area: 6590 um2
- Pwr dens: 430 nW/um2
- Post-synthesis cell type with the largest instance count: dlxtn_1
- Synthesized instance count: 817
- Crit path DRT: 0.80 ns
- Number of unconstrained endpoints: 224
- FFs w/ async S/R, synth: 0%
- Leading post-synthesis cells by cell area: dlxtn_1 (44%), nand2_1 (4.8%), o21ai_0 (4.4%), a211oi_1 (3.3%), o22ai_1 (3.0%)
- Final GP Congestion: 0.977
- Overflow after GRT: 0
- Switch share: 49.8%
- Total tool warning count: 57
- Clock power share: 0%
- Worst VDD drop: 360 uV
- # IOs: 102
- Synth warn: 2
- Pre-Place Util: 41.2%
- Final setup fails: 0
- Largest net degree at the start of global routing: 66
- Initial DRT Pass Iterations: 5
- Initial antenna violation count: 0
- Slew Limit Headroom: 39.8%
- CP top delay family: buffers and inverters
- Yosys Chip Area: 6590 um2
- Antenna-violating nets left: 0
- PostCTS Resize Cnt: 0
- Die area: 17000 um2
- Startpoint types: flip-flop
- Worst path arrival time: 0.73 ns
- Clk slew on worst S/H paths: 0 ns
- Final wirelength: 21600 um
- Number of vias per cell: 5.72
- Largest area contributor in the netlist: dlxtn_1
- CP Class: flip-flop to output port
- First-pass GRT wire length: 33000 um
- Vias in the first global route: 5601
- Hold Fails Final Rpt: 0
- Layout cells sized above 1: 5.92%
- EDFF count, synth: 0
- Post-Place Cell Area: 7350 um2
- Crit-path max cell delay: 0.44 ns
- Final HPWL DP: 14700 um
- RSZ-0062 raised after global routing: no
- Share of total power in combinational logic: 69.3%
- Minimum clock period: 0.927 ns
- Max-cap violations: 0
- Synth-to-Final Area Change: 11.6%
- Synth flops: 193
- Routed vias: 6062
- PortBufs: 74
- Post-route DRC: 0
- Worst slew pin tran: 0.903 ns
- Leak: 0.00307 uW
- Bufs and invs on worst path: 1
## cells by family after synthesis
| kind of cell | Yosys count | share of synthesized area [%] |
|---|---|---|
| AND/OR/NAND/NOR | 229 | 17.2 |
| buffers and inverters | 106 | 7.73 |
| adder cells (fa/ha/maj) | 3 | 0.570 |
| latches | 192 | 43.7 |
| AND-OR/OR-AND | 259 | 25.8 |
| multiplexers | 16 | 2.77 |
| flip-flops | 1 | 0.304 |
| XOR/XNOR | 11 | 1.81 |
## per-layer routing
metal / up-vias / track usage (%) / wire [um]
met5: - / 0 / 0
met4: 0 / 8.62 / 774
met3: 36 / 6.47 / 2080
met2: 291 / 40.1 / 9640
met1: 2800 / 40.2 / 9130
li1: 2935 / - / -
## registers in the layout, indices dropped and copies added (netlist names)
signal          flops
request_to_dma      1
io1               160
readData           32
## worst paths after layout
kind / end / slack, ns / depth (start not counted)
worst min-delay path: request_to_dma / 0.66 / 1
worst max-delay path: request_to_dma / 0.07 / 1
## layout by cell type (no fill, tap or decap), types with 8 or more instances in the layout
cell type / n
a211oi_1: 29
a21oi_1: 30
a221oi_1: 13
a22oi_1: 19
a31oi_1: 8
buf_4: 13
clkdlybuf4s50_1: 70
dlxtn_1: 192
inv_1: 44
mux2_2: 8
nand2_1: 85
nand2b_1: 14
nand3_1: 10
nor2_1: 50
nor2b_1: 14
nor3_1: 10
o211ai_1: 11
o21ai_0: 58
o21ai_1: 21
o22ai_1: 32
## cell type report
type | count | area (um2) | share of cell area, %
sequential | 193 | 2900 | 39.5
inverter | 46 | 173 | 2.35
tap | 216 | 270 | 3.68
timing repair buffer | 87 | 818 | 11.1
multi-input combinational | 518 | 3190 | 43.4
## power groups by stage
stage	combinational (uW)	sequential (uW)	clock (uW)
4_1_cts	2170	965	0
5_1_grt	2390	1020	0
6_report	2190	970	0
## stage by stage
step	worst slack [ns]	power, uW	hold WS [ns]	cells
5_1_grt	0.0598	3410	0.687	1060
2_1_floorplan	0.538	2340	0.228	817
3_5_place_dp	0.0674	3130	0.655	1060
6_report	0.0727	3160	0.657	1060
3_3_place_gp	0.0675	3130	0.656	1060
4_1_cts	0.0674	3140	0.660	1060
No activity file was given, so power comes from the tool's default toggle rates.
