File: ./config.mk
export PLATFORM = sky130hd
export DESIGN_NAME = Mux3to1_31bit
export DESIGN_NICKNAME = Mux3to1_31bit
export VERILOG_FILES = /design/flow/design.v
export SDC_FILE = /design/flow/constraint.sdc
export NUM_CORES = 4
export LEC_CHECK = 1
export CORE_AREA = 10 10 84 84
export DIE_AREA = 0 0 94 94
File: ./design.v
module Mux2to1_ir (in1 , in2 , sel , out);
input [4:0]in1, in2 ;
input sel ;
output reg [4:0] out ;
always @ (in1 , in2 , sel)
case (sel)
0 : out <= in1;
1 : out <= in2;
endcase
endmodule
module Mux2to1_alu (in1 , in2 , sel , out);
input [31:0]in1, in2 ;
input  sel ;
output reg [31:0] out ;
always @ (in1 , in2 , sel)
case (sel)
0 : out <= in1;
1 : out <= in2;
endcase
endmodule
module Mux3to1_31bit (in1 , in2 , in3, in4 ,sel , out);
input [31:0]in1, in2,in3,in4 ;
input [1:0] sel ;
output reg [31:0] out ;
always @ (in1 , in2 , in3 , in4 , sel) 
case (sel)
2'b00 : out <= in1;
2'b01 : out <= in2;
2'b10 : out <= in3;
2'b11 : out <= in4;
endcase
endmodule
module Mux3to1_5bit (in1 , in2 ,in3, sel , out);
input [4:0]in1, in2, in3 ;
input [1:0] sel ;
output reg [4:0] out ;
always @ (in1 , in2 , in3 , sel)
case (sel)
2'b00 : out <= in1;
2'b01 : out <= in2;
2'b10 : out <= in3;
endcase
endmodule
File: ./run.sh
#!/bin/bash
# OpenROAD 26Q1-2900-gdf79404cd8, Yosys 0.63+post, stock flow scripts
make -C /OpenROAD-flow-scripts/flow DESIGN_CONFIG=/design/flow/config.mk WORK_HOME=/design/flow/orfs finish
File: ./constraint.sdc
current_design Mux3to1_31bit

set clk_period 1.5
set clk_io_pct 0.2

create_clock -name clk0 -period $clk_period

set non_clock_inputs [all_inputs -no_clocks]
set_input_delay [expr $clk_period * $clk_io_pct] -clock clk0 $non_clock_inputs
set_output_delay [expr $clk_period * $clk_io_pct] -clock clk0 [all_outputs]
==> flow_summary.toml <==
# yosys + openroad results
[job]
drv.max_cap_violation_count = 0
warning_count = 34

[worst_setup_path]
critical_path_required_ns = 1.20
worstSetupStartpointType = "input pin"
arrival_time_at_the_worst_endpoint_ns = 1.20
path_class = "input pin to primary output"
timing.critical_path.fanout_max = 6
end_kind = "primary output"

[global_routing]
vias_in_the_first_global_route = 1401
global_route.usage.total_pct = 13.3
globalRouteOverflowTotal = 0
antenna_found_initial = 0
pin_count_of_the_biggest_net_entering_global_routing = 17
global_route_wire_length_before_repair_um = 8850

[pwr]
power_density_nw_per_um2 = 242
peakVddDrop_mv = 0.125
static_leak_nw = 1.11

[yosys]
yosys.stat.chipArea_um2 = 815
netlist_instances = 39
yosys-stat-cells = 39
synth_cell_types = 5
yosys.stat.seqShare_pct = 0
warnings_from_yosys = 1
netlist_area_um2 = 815
syn_area_per_cell_um2 = 20.9

[timing]
timing_hold_violations_final = 0
timing.final.crit_period_ns = 1.50
drv_slew = 0
tightest_slew_ns = 0.152
finalCritPeriodShare_pct = 100
final_ws_setup_ns = -0.000438
unrepaired_setup_endpoints_after_global_routing = "true"
slew_headroom_pct = 89.9
setup_viol_count_final = 1
fmax_mhz = 666

[finish]
final_layout_size_suffix_gt1_share_pct = 36.6
number_of_clock_tree_buffers_in_the_layout = 0
seq_cells = 0
post-route-cell-area_um2 = 2320
layout_top_cell_excl_fill_tap = "sky130_fd_sc_hd__dlygate4sd2_1"
finalNonFillerCells = 272
final_cell_mix = "sky130_fd_sc_hd__dlygate4sd2_1, sky130_fd_sc_hd__buf_2, sky130_fd_sc_hd__mux4_2"
layout.area.seq_um2 = 0
area_growth_pct = 185

[routing]
detail_route.drc_violations = 0
totalWireLength_um = 5920
routedWlPerCell_um = 21.7
final_antenna_net_count = 0
route.detailed.vias_per_inst = 4.40
dr_total_vias = 1198
drt_pre_antenna_iters = 2
drt_iter0_drc = 32
num_antenna_cells = 0

[clock_tree]
postCtsSetupRepairBufs = 0
cts_hold_repair.buffers = 0

[die]
floorplan.rows = 26
die_height_um = 94
boundaryPins = 162
dieArea_um2 = 8840
fp.dieW_um = 94
fp_util_pct = 15.6
core_region_area_um2 = 5200

[placed_design]
postPlaceCellArea_um2 = 2490
dpl.cell_count = 267
portBuffers = 162
dpl.hpwl_um = 5060
place_congestion = 0.828

[run_status]
run_status = "complete, but fails checks"
failed_checks = "setup timing"

[hold_path]
hold_path.class = "input pin to primary output"
==> cell usage after synthesis <==
cell type	number	area share, %
sky130_fd_sc_hd__buf_2	3	1.8
sky130_fd_sc_hd__buf_12	3	7.4
sky130_fd_sc_hd__mux4_1	2	6.5
sky130_fd_sc_hd__mux4_2	30	83
sky130_fd_sc_hd__buf_6	1	1.4
==> final timing paths <==
path                    start  endpoint  slack [ns]  cells past startpoint
worst min-delay path  in1[13]   out[13]        1.08                      3
worst max-delay path   sel[0]    out[1]     -0.0004                      4
==> area by class of cell <==
class | instances | area (um2)
multi-input combinational | 32 | 721
fill | 540 | 2890
timing repair buffer | 170 | 1510
tap | 70 | 87.6
==> timing repair <==
action,4_1_cts,5_1_grt
endpoints found under the setup margin,32,31
gates resized,248,0
gates cloned,5,0
==> per-layer routing <==
metal / share of wire (%) / global-route usage [%]
met5: 0 / 0
met4: 0.24 / 0.380
met3: 11 / 5.33
met2: 51 / 23.3
met1: 37 / 15.9
==> power breakdown <==
part / switching [mW] / internal (mW) / total [mW]
Combinational: 0.144 / 0.416 / 0.560
Sequential: 0 / 0 / 0
Clock: 0 / 0 / 0
==> kinds of logic after synthesis <==
kind of cell	count (synthesis)	synth area share, %
buf+inv	7	10.6
mux	32	89.4
==> per-stage QoR <==
step           setup WS (ns)  total power [mW]  utilization [%]  hold slack, ns  setup TNS, ns
6_report           -0.000438             0.560             44.6            1.08      -0.000438
5_1_grt              -0.0352             0.610             44.6            1.10         -0.484
4_1_cts             -0.00319             0.576             44.6            1.09       -0.00543
3_5_place_dp          -0.614             0.722             47.9            1.59         -18.71
3_3_place_gp          -0.614             0.721             47.9            1.60         -18.78
2_1_floorplan          0.183             0.189                -           0.686              0
==> worst max-delay path: stages <==
cell and delay [ns]:
sky130_fd_sc_hd__buf_16 0.13, sky130_fd_sc_hd__buf_16 0.13, sky130_fd_sc_hd__mux4_2 0.50, sky130_fd_sc_hd__buf_2 0.14
Power is estimated from default activity; no workload was simulated.
